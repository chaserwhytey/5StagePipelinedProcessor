## flow/run.sh

```bash
#!/bin/bash
# OpenROAD 26Q1-2900-gdf79404cd8, Yosys 0.63+post, stock flow scripts
make -C /OpenROAD-flow-scripts/flow DESIGN_CONFIG=/design/flow/config.mk WORK_HOME=/design/flow/orfs finish
```

## flow/design.v

```verilog
`timescale 1ns/10ps
module mux16_1 (out,in,sel);
	output logic out;
	input logic [15:0] in;
	input logic [3:0] sel;
	logic o1, o2;
	mux8_1 m1 (.out(o1), .in(in[7:0]), .sel(sel[2:0]));
	mux8_1 m2 (.out(o2), .in(in[15:8]), .sel(sel[2:0]));
	mux2_1 m3 (.out, .i0(o1), .i1(o2), .sel(sel[3]));
endmodule
module mux16_1_testbench();
	logic out;
	logic [15:0] in;
	logic [3:0] sel;
	mux16_1 dut (.out, .in, .sel);
	initial begin
		int i, j;
		for (i = 0; i < 256; i++) begin
			for ( j = 0; j < 16; j++) begin
				sel=j; in= i; #10;
			end
		end
	end
endmodule 
`timescale 1ns/10ps
module mux2_1(out, i0, i1, sel);
	output logic out;
	input logic i0, i1, sel;
	logic out_1, out_2, n_sel;
	and #0.05 a1 (out_1, i1, sel);
	not #0.05 n1 (n_sel, sel);
	and #0.05 a2 (out_2, i0, n_sel);
	or #0.05 o1 (out, out_1, out_2);
endmodule
module mux2_1_testbench();
	logic i0, i1, sel;
	logic out;
	mux2_1 dut (.out, .i0, .i1, .sel);
	initial begin
		sel=0; i0=0; i1=0; #10;	
		sel=0; i0=0; i1=1; #10;
		sel=0; i0=1; i1=0; #10;
		sel=0; i0=1; i1=1; #10;
		sel=1; i0=0; i1=0; #10;
		sel=1; i0=0; i1=1; #10;
		sel=1; i0=1; i1=0; #10;
		sel=1; i0=1; i1=1; #10;
	end
endmodule 
`timescale 1ns/10ps
module mux32_1 (out,in,sel);
	output logic out;
	input logic [31:0] in;
	input logic [4:0] sel;
	logic o1, o2;
	mux16_1 m1 (.out(o1), .in(in[15:0]), .sel(sel[3:0]));
	mux16_1 m2 (.out(o2), .in(in[31:16]), .sel(sel[3:0]));
	mux2_1 m3 (.out, .i0(o1), .i1(o2), .sel(sel[4]));
endmodule
module mux32_1_testbench();
	logic out;
	logic [31:0] in;
	logic [4:0] sel;
	mux32_1 dut (.out, .in, .sel);
	initial begin
		int i;
		for (i = 0; i < 32; i++) begin
			sel=i; in= 4330; #10;
			sel=i; in= 433023; #10;
			sel=i; in= 4330454; #10;
		end
	end
endmodule 
`timescale 1ns/10ps
module mux4_1 (out, in, sel);
	output logic out;
	input logic [3:0] in;
	input logic [1:0] sel;
	logic o1, o2;
	mux2_1 m1 (.out(o1), .i0(in[0]), .i1(in[1]), .sel(sel[0]));
	mux2_1 m2 (.out(o2), .i0(in[2]), .i1(in[3]), .sel(sel[0]));
	mux2_1 m3 (.out, .i0(o1), .i1(o2), .sel(sel[1]));
endmodule
module mux4_1_testbench();
	logic out;
	logic [3:0] in;
	logic [1:0] sel;
	mux4_1 dut (.out, .in, .sel);
	initial begin
		int i;
		for (i = 0; i < 16; i++) begin
			sel=2'b00; in= i; #10;
			sel=2'b01; in= i; #10;
			sel=2'b10; in= i; #10;
			sel=2'b11; in= i; #10;
		end
	end
endmodule 
`timescale 1ns/10ps
module mux8_1(out, in, sel);
	output logic out;
	input logic [7:0] in;
	input logic [2:0] sel;
	logic o1, o2;
	mux4_1 m1 (.out(o1), .in(in[3:0]), .sel(sel[1:0]));
	mux4_1 m2 (.out(o2), .in(in[7:4]), .sel(sel[1:0]));
	mux2_1 m3 (.out, .i0(o1), .i1(o2), .sel(sel[2]));
endmodule
module mux8_1_testbench();
	logic out;
	logic [7:0] in;
	logic [2:0] sel;
	mux8_1 dut (.out, .in, .sel);
	initial begin
		int i;
		for (i = 0; i < 256; i++) begin
			sel=3'b000; in= i; #10;
			sel=3'b001; in= i; #10;
			sel=3'b010; in= i; #10;
			sel=3'b011; in= i; #10;
			sel=3'b100; in= i; #10;
			sel=3'b101; in= i; #10;
			sel=3'b110; in= i; #10;
			sel=3'b111; in= i; #10;
		end
	end
endmodule 
```

## flow/constraint.sdc

```tcl
current_design mux32_1

set clk_period 2.9
set clk_io_pct 0.2

create_clock -name clk0 -period $clk_period

set non_clock_inputs [all_inputs -no_clocks]
set_input_delay [expr $clk_period * $clk_io_pct] -clock clk0 $non_clock_inputs
set_output_delay [expr $clk_period * $clk_io_pct] -clock clk0 [all_outputs]
```

## flow/config.mk

```make
export PLATFORM = sky130hd
export DESIGN_NAME = mux32_1
export DESIGN_NICKNAME = mux32_1
export VERILOG_FILES = /design/flow/design.v
export SDC_FILE = /design/flow/constraint.sdc
export NUM_CORES = 4
export LEC_CHECK = 1
export CORE_AREA = 10 10 70 70
export DIE_AREA = 0 0 80 80
```

==> ci_impl_report.md <==
## PnR job results

| Metric | Value |
|---|---|
| Yosys stat chip area | `325 sq um` |
| P_leak | `0.326 nW` |
| GPL Wtd Cong | `0.778` |
| Clock buffers | `0` |
| Layout fillers | `380` |
| Mapped Area | `325 sq um` |
| Fmax | `0.355 GHz` |
| Min Tclk post-route | `2.82 ns` |
| P per Cell Area | `127 nW/um^2` |
| Seq pwr share | `0` |
| Startpoint Class | `primary input` |
| IO Port Bufs | `38` |
| Arr. time, crit path | `2.24 ns` |
| Cell type with the largest total area | `mux2i_1` |
| Most frequent cell after synthesis | `mux2i_1` |
| Syn Inst Count | `41` |
| Max_slew headroom | `0.838` |
| Overall Global Routing Usage | `0.0441` |
| Largest net degree at the start of global routing | `9` |
| Met3 Usage GRT | `0.0125` |
| Initial antenna violation count | `0` |
| Initial DRC Count | `22` |
| Num rows | `21` |
| Psw | `0.0295 mW` |
| Tcrit/Tclk final | `0.971` |
| Status | `finished, final reports clean` |
| Slew @ Worst Pin | `0.243 ns` |
| Final setup violation count | `0` |
| HP Class | `primary input to output port` |
| Tool Warnings | `32` |
| Final hold violations | `0` |
| WP data required | `2.32 ns` |
| Switching Share | `0.295` |
| Die Area | `6400 sq um` |
| Met1 Usage GRT | `0.0561` |
| GR Util met2 | `0.0762` |
| Die width | `80 um` |
| Die height | `80 um` |
| Core area | `3420 sq um` |
| Post-DP Area | `759 sq um` |
| Ports | `38` |
| # diodes | `0` |
| Share of cells above drive strength 1 | `0.0864` |
| Peak VDD IR | `0.0321 mV` |
| Post-DRT Antenna Nets | `0` |
| Final wirelength | `1500 um` |
| Setup_tns | `0 ns` |
| Syn_area_per_cell | `7.93 sq um` |
| Yosys Instances | `41` |
| Cell-internal power | `0.0704 mW` |
| Max-slew violations | `0` |
| First-pass GRT wire length | `2270 um` |
| Vias per cell | `3.53` |
| Post-synth seq share | `0` |
| Layout Cells excl Fill | `127` |
| # DRC | `0` |
| Via count | `448` |
| Critical path endpoint category | `output port` |
| Clock share of power | `0` |
| Comb power frac | `1.000` |
| Routed length per instance | `11.8 um` |
| Max-area cell share | `0.492` |
| Yosys warning tally | `0` |
| Post-route cell area | `788 sq um` |
| Crit Path Max Fanout | `8` |
| RSZ-0062 raised after global routing | `false` |
| Commonest cells in the netlist | `mux2i_1, nand2_1, a22oi_1` |
| Pre-antenna DRT Iters | `4` |
| FF+latch area | `0 sq um` |
| Area delta synth->final | `142%` |
| Vias in the first global route | `468` |
| GR peak layer | `met2` |
| Crit Path Category | `primary input to output port` |
| Floorplan Utilization | `0.0952` |
| Fin util | `0.231` |
| Total Power | `0.0998 mW` |
| Flop count | `0` |
| Remaining global-route overflow | `0` |
| Placed wire-length estimate | `1380 um` |
| Netlist cell types | `15` |
| Main area contributors after synthesis | `mux2i_1, a22oi_1, nand2_1, buf_12, a21oi_1` |
| Placed cell count | `125` |
| Maxcap violations | `0` |
==> worst max-delay path: stages <==
cell and delay [ns]:
dlygate4sd2_1 0.27, buf_12 0.15, mux2i_1 0.23, a22oi_2 0.10, nand4b_1 0.10, a21oi_1 0.04, a311o_1 0.33, clkdlybuf4s50_1 0.43
==> cell families (layout without fill, tap and decap cells) <==
kind of cell	Yosys count	count (layout)	synth area share
AND-OR/OR-AND	9	9	0.192
buffers and inverters	2	42	0.0962
multiplexers	16	16	0.492
AND/OR/NAND/NOR	14	14	0.219
==> metal layers <==
| metal | share of wire | vias to the layer above |
|---|---|---|
| met5 | 0 | - |
| met3 | 0.082 | 0 |
| li1 | - | 240 |
| met1 | 0.43 | 190 |
| met4 | 0 | 0 |
| met2 | 0.49 | 18 |
==> stage by stage <==
step / worst slack [ns] / hold slack, ns
floorplan: 0.892 / 1.36
global placement: -0.239 / 2.36
detailed placement: -0.238 / 2.35
CTS: 0.0405 / 2.26
global route: 0.00373 / 2.13
finish: 0.0847 / 2.07
==> cell usage in the layout (no fill, tap or decap), drive strengths merged <==
cell type / count
and2b: 1
a211oi: 1
dlygate4sd2: 2
nand2b: 1
nand2: 6
mux2i: 16
nor2: 1
nor2b: 1
dlymetal6s2s: 1
nand3: 2
and2: 1
a311o: 1
a21oi: 3
clkdlybuf4s50: 35
nand4b: 1
a22oi: 4
buf: 4
==> power groups by stage <==
stage         clock network [mW]  logic (mW)  registers [mW]
CTS                            0      0.0992               0
global route                   0       0.108               0
finish                         0      0.0998               0
==> cell type report <==
type | count | area (sq um) | share of cell area
multi-input combinational | 39 | 304 | 0.386
timing repair buffer | 42 | 427 | 0.541
tap | 46 | 57.6 | 0.0730
==> path summary, 6_finish.rpt <==
check                 startpoint  endpoint  slack [ns]  cells after the start
worst max-delay path      sel[1]       out        0.08                      8
worst min-delay path      sel[0]       out        2.07                      5
==> timing repair <==
item / in CTS / in global routing
setup buffers: 1 / 1
pin swaps: 1 / 0
hold buffers: 0 / 0
gates resized: 4 / 3
endpoints found under the setup margin: 1 / 1
gates cloned: 0 / 0
No activity file was given, so power comes from the tool's default toggle rates.
