<file path="design.v">
module Xmux2_1 #(parameter WIDTH = 64) (
	input logic [WIDTH - 1:0] A, B, 
	output logic[WIDTH - 1:0] out, 
	input logic sel);
	genvar i;
	generate
		for(i = 0; i < WIDTH; i++) begin : muxers
			mux2_1 mxxx (.out(out[i]), .i0(A[i]), .i1(B[i]), .sel);
		end
	endgenerate
endmodule
`timescale 1ns/10ps
module mux2_1(out, i0, i1, sel);
	output logic out;
	input logic i0, i1, sel;
	logic out_1, out_2, n_sel;
	and #0.05 a1 (out_1, i1, sel);
	not #0.05 n1 (n_sel, sel);
	and #0.05 a2 (out_2, i0, n_sel);
	or #0.05 o1 (out, out_1, out_2);
endmodule
module mux2_1_testbench();
	logic i0, i1, sel;
	logic out;
	mux2_1 dut (.out, .i0, .i1, .sel);
	initial begin
		sel=0; i0=0; i1=0; #10;	
		sel=0; i0=0; i1=1; #10;
		sel=0; i0=1; i1=0; #10;
		sel=0; i0=1; i1=1; #10;
		sel=1; i0=0; i1=0; #10;
		sel=1; i0=0; i1=1; #10;
		sel=1; i0=1; i1=0; #10;
		sel=1; i0=1; i1=1; #10;
	end
endmodule 
</file>
<file path="config.mk">
export PLATFORM = sky130hd
export DESIGN_NAME = Xmux2_1
export DESIGN_NICKNAME = Xmux2_1
export VERILOG_FILES = /design/flow/design.v
export SDC_FILE = /design/flow/constraint.sdc
export NUM_CORES = 4
export LEC_CHECK = 1
export CORE_AREA = 10 10 95 95
export DIE_AREA = 0 0 105 105
</file>
<file path="run.sh">
#!/bin/bash
# OpenROAD 26Q1-2900-gdf79404cd8, Yosys 0.63+post, stock flow scripts
make -C /OpenROAD-flow-scripts/flow DESIGN_CONFIG=/design/flow/config.mk WORK_HOME=/design/flow/orfs finish
</file>
<file path="constraint.sdc">
current_design Xmux2_1

set clk_period 1.0
set clk_io_pct 0.2

create_clock -name clk0 -period $clk_period

set non_clock_inputs [all_inputs -no_clocks]
set_input_delay [expr $clk_period * $clk_io_pct] -clock clk0 $non_clock_inputs
set_output_delay [expr $clk_period * $clk_io_pct] -clock clk0 [all_outputs]
</file>
==> metrics.yaml <==
postPlaceCellArea_um2: 3040
synth.yosys.chip_area_um2: 1560
topRoutingLayerUsed: "met3"
cpMostUsedCell: "sky130_fd_sc_hd__buf_16"
core_util_floorplan_pct: 22.6
maxSlewHeadroom_pct: 95.0
routed_wl_um: 6330
transition_time_at_the_pin_with_the_least_slew_margin_ps: 75.1
chipHeight_um: 105
n_fill_cell: 693
setup-tns-final_ps: -9170
holdCritStartpoint: "A[19]"
detail_route.vias_per_cell: 3.83
worst_ir_drop_vdd_v: 0.000187
synth_area_um2: 1560
final_weighted_congestion_of_routability_driven_global_placement: 0.754
drcViolationCount: 0
met2_length_um: 3190
static-leakage-power_uw: 0.00169
route.antenna.diode_count: 0
finalHoldViolations: 0
post-synth-top-count-cell: "sky130_fd_sc_hd__buf_4"
chipWidth_um: 105
ios: 193
hold_slack_ps: 703
finalMaxSlewViolations: 0
std_cell_rows: 30
share_of_layout_cells_above_drive_strength_1_pct: 53.1
grt_setup_unrepaired: "yes"
path_class: "primary input to primary output"
syn-instance-count: 135
critPathLaunch: "sel"
drt_pass1_iterations: 2
comb_area_um2: 957
critical-path-max-stage-delay_ps: 300
status: "complete, but fails checks"
ff_count: 0
clock_buffer_count: 0
critical_path_required_ps: 800
setup_violations_final: 64
io_buffers: 193
initial_antenna_violation_count: 0
critPathCaptureType: "primary output"
synthDominantCellAreaShare_pct: 57.8
synth-warning-count: 0
max_freq_mhz: 829
critPathSlowestCell: "sky130_fd_sc_hd__mux2_4"
post-synth-top-area-cell: "sky130_fd_sc_hd__mux2_4"
wl_per_cell_um: 17.2
crit_chain: "buf_16, buf_12, buf_16, mux2_4, buf_6"
worst_hold_path_type: "primary input to primary output"
num_vias: 1415
dp.final_hpwl_um: 5240
critPathMaxFanout: 7
synth.yosys.num_cells: 135
timing.max_cap.violations: 0
post_synth_most_frequent_cells: "sky130_fd_sc_hd__buf_4, sky130_fd_sc_hd__mux2_4, sky130_fd_sc_hd__buf_12, sky130_fd_sc_hd__mux2_2, sky130_fd_sc_hd__buf_6"
placement.setup.worst_slack_ps: -544
first_global_vias: 1550
grt_first_pass_wirelength_um: 9050
post-route-period-util_pct: 121
crit_path_start_kind: "primary input"
seq_area_frac_synth_pct: 0
violations: "negative setup slack"
dieArea_um2: 11000
syn_avg_cell_area_um2: 11.5
pwr_density_cell_nw_per_um2: 406
global_route.overflow_total: 0
worstPathArrival_ps: 1010
grt.total_usage_pct: 10.2
routed_wl_met3_um: 811
stage_log_warnings: 35
areaGrowthSynthToFinish_pct: 107
netlist_top_cells_area: "sky130_fd_sc_hd__mux2_4, sky130_fd_sc_hd__buf_4, sky130_fd_sc_hd__buf_12"
ctsHoldBuffers: 0
final.min_clock_period_ps: 1210
final_critical_path_setup_slack_ps: -206
sequential_cell_area_um2: 0
detailedRoute.firstIterationViolations: 16
grt_max_degree: 15
postLayoutCellArea_um2: 3230
coreArea_um2: 6910
ant_nets: 0
synth_cell_types: 5
post_route_m1_wl_um: 2330
[stage by stage]
step | instances | utilization (%) | power [uW]
after floorplan | 135 | - | 816
after global placement | 356 | 44.1 | 1300
after detailed placement | 356 | 44.1 | 1310
after CTS | 365 | 43.9 | 1230
after global routing | 369 | 46.7 | 1410
final | 369 | 46.7 | 1310
[timing repair]
action                                  CTS  global route
gates cloned                              5             3
resized                                 312            20
endpoints found under the setup margin   64            64
buffers inserted                          4             2
[power by group]
group	total (uW)	switching (uW)	internal (uW)
logic	1310	283	1030
clock network	0	0	0
registers	0	0	0
[critical path, delay by kind of cell]
| family | cells | cell delay, ps |
|---|---|---|
| multiplexers | 1 | 300 |
| buffers and inverters | 4 | 510 |
[final cells by class]
| class | instances | area share [%] |
|---|---|---|
| Timing Repair Buffer | 209 | 66.6 |
| Multi-Input combinational cell | 64 | 29.7 |
| Tap cell | 96 | 3.72 |
[kinds of logic after synthesis]
kind of cell  count (synthesis)  synth area share, %
buf+inv                      71                 39.3
mux                          64                 60.7
[cells in the final DEF (no fill, tap or decap)]
cell and count:
sky130_fd_sc_hd__buf_16 5, sky130_fd_sc_hd__dlygate4sd2_1 81, sky130_fd_sc_hd__mux2_4 63, sky130_fd_sc_hd__bufbuf_16 1
sky130_fd_sc_hd__clkbuf_16 3, sky130_fd_sc_hd__dlymetal6s2s_1 3, sky130_fd_sc_hd__clkdlybuf4s50_1 44, sky130_fd_sc_hd__buf_6 38
sky130_fd_sc_hd__buf_2 26, sky130_fd_sc_hd__buf_12 8, sky130_fd_sc_hd__mux2_2 1
[metal layers]
metal / vias to the layer above / track usage [%]
met5: - / 0
met3: 0 / 5.34
met4: 0 / 0
met1: 626 / 11.1
li1: 679 / -
met2: 110 / 18.3
[final timing paths]
kind                   to  slack, ps  cells after the start
setup / recovery  out[23]       -210                      5
hold / removal    out[19]        700                      3
No activity file was given, so power comes from the tool's default toggle rates.
