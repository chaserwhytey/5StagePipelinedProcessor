==> ./design.v <==
`timescale 1ns/10ps
module bitWiseOr #(parameter WIDTH = 64) (input logic [WIDTH - 1:0] A, B, 
output logic [WIDTH - 1:0] result);
	genvar i;
	generate
		for (i = 0; i < WIDTH; i++) begin : orrers
			or #0.05 or1(result[i], A[i], B[i]);
		end
	endgenerate
endmodule 
module bitWiseOr_testbench();
	logic [63:0] A, B, result;
	bitWiseOr #(.WIDTH(64)) dut(.A, .B, .result);
	initial begin
		int i;
		for (i = 0; i < 16; i++) begin
			A = i * 64'd69;
			B = i * 64'd72;
		end
	end
endmodule
`timescale 1ns/10ps
module alu(A, B, cntrl, result, negative, zero, overflow, carry_out);
	input logic [63:0] A, B;
	input logic [2:0] cntrl;
	output logic [63:0] result;
	output logic negative, zero, overflow, carry_out;
	logic [1:0] Cin_most;  
	logic [63:0] notB; 
	logic [63:0] ALU_PASS_B, ALU_ADD, ALU_SUBTRACT, ALU_AND, ALU_OR, ALU_XOR;  
	logic [1:0] carry_out_add_sub;  
	logic result_Cout, result_Cin;
	logic [63:0] notresult;
	assign ALU_PASS_B = B;
	fullAdder_VAR #(.WIDTH(64)) alu_add (.A, .B, .Cin(1'b0), .Cout(carry_out_add_sub[0]) , .sum(ALU_ADD) , .Cin_most(Cin_most[0]));
	not_VAR #(.WIDTH(64)) Bnot (.A(B), .result(notB));
	fullAdder_VAR #(.WIDTH(64)) alu_subtract (.A, .B(notB), .Cin(1'b1), .Cout(carry_out_add_sub[1]), .sum(ALU_SUBTRACT) , .Cin_most(Cin_most[1]));
	bitWiseAnd #(.WIDTH(64)) alu_and (.A, .B, .result(ALU_AND));
	bitWiseOr #(.WIDTH(64)) alu_or (.A, .B, .result(ALU_OR));
	bitWiseXor #(.WIDTH(64)) alu_xir (.A, .B, .result(ALU_XOR));
	mux64_8x3 mux_alus (.sel(cntrl), .I0(ALU_PASS_B), .I1(64'dx), .I2(ALU_ADD), .I3(ALU_SUBTRACT), .I4(ALU_AND), .I5(ALU_OR), .I6(ALU_XOR), .I7(64'd0), .O(result));  
	mux2_1 mux_Cout (.out(result_Cout), .i0(carry_out_add_sub[0]), .i1(carry_out_add_sub[1]), .sel(cntrl[0]));  
	mux2_1 mux_Cin (.out(result_Cin), .i0(Cin_most[0]), .i1(Cin_most[1]), .sel(cntrl[0]));  
	assign negative = result[63];  
	xor #0.05 flag_overflow (overflow, result_Cout, result_Cin);  
	assign carry_out = result_Cout;  
	not_VAR #(.WIDTH(64)) notresu ( .A(result), .result(notresult));
	and_64 flag_zero (.o(zero), .i(notresult));  
endmodule
`timescale 1ns/10ps
module and_16 (o, i);
	output logic o;
	input logic [15:0] i;
	logic a,b,c,d;
	and_4 a0 (.o(a), .i(i[3:0]));
	and_4 a1 (.o(b), .i(i[7:4]));
	and_4 a2 (.o(c), .i(i[11:8]));
	and_4 a3 (.o(d), .i(i[15:12]));
	and_4 a4 (.o, .i({d,c,b,a}));
endmodule
`timescale 1ns/10ps
module and_4 ( o, i);
	output logic o;
	input logic [3:0] i;
	logic a,b;
	and #0.05 (a,i[0],i[1]);
	and #0.05 (b, i[2], i[3]);
	and #0.05 (o,a,b);
endmodule 
`timescale 1ns/10ps
module and_64(o,i);
	output logic o;
	input logic [63:0] i;
	logic a,b,c,d;
	and_16 a0 (.o(a), .i(i[15:0]));
	and_16 a1 (.o(b), .i(i[31:16]));
	and_16 a2 (.o(c), .i(i[47:32]));
	and_16 a3 (.o(d), .i(i[63:48]));
	and_4 a4 (.o, .i({d,c,b,a}));
endmodule
`timescale 1ns/10ps
module bitWiseAnd #(parameter WIDTH = 64) (input logic [WIDTH - 1:0] A, B, 
output logic [WIDTH - 1:0] result);
	genvar i;
	generate
		for (i = 0; i < WIDTH; i++) begin : anders
			and #0.05 and1(result[i], A[i], B[i]);
		end
	endgenerate
endmodule 
module bitWiseAnd_testbench();
	logic [63:0] A, B, result;
	bitWiseAnd #(.WIDTH(64)) dut(.A, .B, .result);
	initial begin
		int i;
		for (i = 0; i < 16; i++) begin
			A = i * 64'd69;
			B = i * 64'd72;#10;
		end
	end
endmodule
`timescale 1ns/10ps
module bitWiseXor #(parameter WIDTH = 64) (input logic [WIDTH - 1:0] A, B, 
output logic [WIDTH - 1:0] result);
	genvar i;
	generate
		for (i = 0; i < WIDTH; i++) begin : xorrers
			xor #0.05 xor1(result[i], A[i], B[i]);
		end
	endgenerate
endmodule 
module bitWiseXor_testbench();
	logic [63:0] A, B, result;
	bitWiseXor #(.WIDTH(64)) dut(.A, .B, .result);
	initial begin
		int i;
		for (i = 0; i < 16; i++) begin
			A = i * 64'd69;
			B = i * 64'd72;
		end
	end
endmodule
`timescale 1ns/10ps
module fullAdder(A,B,Cin,Cout,sum);
	input logic A, B, Cin;
	output logic Cout, sum;
	logic xorAB, andABC, andAB;
	xor #0.05 XAB (xorAB, A, B);
	xor #0.05 XABCin (sum, xorAB, Cin);
	and #0.05 AABCin (andABC, Cin, xorAB);
	and #0.05 AAB (andAB, A,B);
	or #0.05 OAA (Cout, andABC, andAB);
endmodule
module fullAdder_testbench();
	logic A,B,Cin;
	logic Cout, sum;
	fullAdder dut(.A,.B,.Cin,.Cout,.sum);
	initial begin
		A = 0; B = 0; Cin = 0;#10;
		A = 0; B = 0; Cin = 1;#10;
		A = 0; B = 1; Cin = 0;#10;
		A = 0; B = 1; Cin = 1;#10;
		A = 1; B = 0; Cin = 0;#10;
		A = 1; B = 0; Cin = 1;#10;
		A = 1; B = 1; Cin = 0;#10;
		A = 1; B = 1; Cin = 1;#10;
	end
endmodule 
`timescale 1ns/10ps
module fullAdder_VAR #(parameter WIDTH = 64) (A,B,Cin,Cout,sum,Cin_most);
	input logic [WIDTH -1:0] A,B;
	input logic Cin;
	output logic Cout, Cin_most;
	output logic [WIDTH -1:0] sum;
	logic [WIDTH-2:0] Cio; 
	genvar i;
	fullAdder fa0 (.A(A[0]),.B(B[0]), .Cin, .Cout(Cio[0]),.sum(sum[0]));
	generate
		for (i = 1; i < WIDTH - 1; i++) begin : adders
			fullAdder fa (.A(A[i]),.B(B[i]),.Cin(Cio[i-1]),.Cout(Cio[i]),.sum(sum[i]));
		end
	endgenerate 
	fullAdder falast (.A(A[WIDTH-1]), .B(B[WIDTH-1]), .Cin(Cio[WIDTH-2]), .Cout, .sum(sum[WIDTH-1]));
	assign Cin_most = Cio[WIDTH-2];
endmodule
module fullAdder_VAR_testbench();
	logic [3:0] A,B;
	logic Cin;
	logic Cout;
	logic [3:0] sum;
	logic Cin_most;
	fullAdder_VAR #(.WIDTH(4)) dut (.A, .B, .Cin, .Cout, .sum, .Cin_most);
	initial begin
		A = 4'b0000; B = 4'b0000; Cin = 0; #10;
		A = 4'b1001; B = 4'b1111; Cin = 1; #10;
		A = 4'b0110; B = 4'b0110; Cin = 0; #10;
		A = 4'b1100; B = 4'b1000; Cin = 0; #10;
		A = 4'b1100; B = 4'b1000; Cin = 1; #10;
		A = 4'b0111; B = 4'b0111; Cin = 1; #10;
		A = 4'b1000; B = 4'b1000; Cin = 1; #10;
		A = 4'b0100; B = 4'b0110; Cin = 0; #10;
		A = 4'b0001; B = 4'b0001; Cin = 0; #10;
	end
endmodule
`timescale 1ns/10ps
module mux2_1(out, i0, i1, sel);
	output logic out;
	input logic i0, i1, sel;
	logic out_1, out_2, n_sel;
	and #0.05 a1 (out_1, i1, sel);
	not #0.05 n1 (n_sel, sel);
	and #0.05 a2 (out_2, i0, n_sel);
	or #0.05 o1 (out, out_1, out_2);
endmodule
module mux2_1_testbench();
	logic i0, i1, sel;
	logic out;
	mux2_1 dut (.out, .i0, .i1, .sel);
	initial begin
		sel=0; i0=0; i1=0; #10;	
		sel=0; i0=0; i1=1; #10;
		sel=0; i0=1; i1=0; #10;
		sel=0; i0=1; i1=1; #10;
		sel=1; i0=0; i1=0; #10;
		sel=1; i0=0; i1=1; #10;
		sel=1; i0=1; i1=0; #10;
		sel=1; i0=1; i1=1; #10;
	end
endmodule 
`timescale 1ns/10ps
module mux4_1 (out, in, sel);
	output logic out;
	input logic [3:0] in;
	input logic [1:0] sel;
	logic o1, o2;
	mux2_1 m1 (.out(o1), .i0(in[0]), .i1(in[1]), .sel(sel[0]));
	mux2_1 m2 (.out(o2), .i0(in[2]), .i1(in[3]), .sel(sel[0]));
	mux2_1 m3 (.out, .i0(o1), .i1(o2), .sel(sel[1]));
endmodule
module mux4_1_testbench();
	logic out;
	logic [3:0] in;
	logic [1:0] sel;
	mux4_1 dut (.out, .in, .sel);
	initial begin
		int i;
		for (i = 0; i < 16; i++) begin
			sel=2'b00; in= i; #10;
			sel=2'b01; in= i; #10;
			sel=2'b10; in= i; #10;
			sel=2'b11; in= i; #10;
		end
	end
endmodule 
`timescale 1ns/10ps
module mux64_8x3(input logic [2:0] sel, input logic [63:0] I0,I1,I2,I3,I4,I5,I6,I7,
output logic [63:0] O);
	genvar i; 
	generate
	for(i = 0; i < 64; i++) begin: muxers
		mux8_1 mux64_8_3 (.out(O[i]), .in({I7[i], I6[i], I5[i], I4[i], I3[i], I2[i], I1[i], I0[i]}), .sel);
	end
	endgenerate
endmodule 
module mux64_8x3_testbench ();
	logic [2:0] sel;
	logic [63:0] I0,I1,I2,I3,I4,I5,I6,I7;
	logic [63:0] O;
	mux64_8x3 mx (.sel, .I0, .I1, .I2, .I3, .I4, .I5, .I6, .I7, .O);
	initial begin
			I1 = 10'd111111;
			I2 = 10'd111112;
			I3 = 10'd111113;
			I4 = 10'd1111114;
			I5 = 10'd103413;
			I6 = 10'd100525234;
			I7 = 10'd10000013432;
			sel = 3'b000; #10;
			sel = 3'b001; #10;
			sel = 3'b010; #10;
			sel = 3'b011; #10;
			sel = 3'b100; #10;
			sel = 3'b101; #10;
			sel = 3'b110; #10;
			sel = 3'b111; #10;
	end
endmodule
`timescale 1ns/10ps
module mux8_1(out, in, sel);
	output logic out;
	input logic [7:0] in;
	input logic [2:0] sel;
	logic o1, o2;
	mux4_1 m1 (.out(o1), .in(in[3:0]), .sel(sel[1:0]));
	mux4_1 m2 (.out(o2), .in(in[7:4]), .sel(sel[1:0]));
	mux2_1 m3 (.out, .i0(o1), .i1(o2), .sel(sel[2]));
endmodule
module mux8_1_testbench();
	logic out;
	logic [7:0] in;
	logic [2:0] sel;
	mux8_1 dut (.out, .in, .sel);
	initial begin
		int i;
		for (i = 0; i < 256; i++) begin
			sel=3'b000; in= i; #10;
			sel=3'b001; in= i; #10;
			sel=3'b010; in= i; #10;
			sel=3'b011; in= i; #10;
			sel=3'b100; in= i; #10;
			sel=3'b101; in= i; #10;
			sel=3'b110; in= i; #10;
			sel=3'b111; in= i; #10;
		end
	end
endmodule 
`timescale 1ns/10ps
module not_VAR #(parameter WIDTH = 64) (A,result);
	input logic [WIDTH-1:0] A;
	output logic [WIDTH-1:0] result;
	genvar i;
	generate
		for (i=0; i< WIDTH; i++) begin : noters 
			not #0.05 noot (result[i], A[i]);
		end
	endgenerate
endmodule
module not_VAR_testbench();
	logic [63:0] A;
	logic [63:0] result;
	not_VAR #(.WIDTH(64)) dut (.A, .result);
	initial begin
		for (int i = 0; i < 1000; i++) begin
			A = i; #10;
		end
	end
endmodule
==> ./run.sh <==
#!/bin/bash
# OpenROAD 26Q1-2900-gdf79404cd8, Yosys 0.63+post, stock flow scripts
make -C /OpenROAD-flow-scripts/flow DESIGN_CONFIG=/design/flow/config.mk WORK_HOME=/design/flow/orfs finish
==> ./config.mk <==
export PLATFORM = sky130hd
export DESIGN_NAME = alu
export DESIGN_NICKNAME = alu
export VERILOG_FILES = /design/flow/design.v
export SDC_FILE = /design/flow/constraint.sdc
export NUM_CORES = 4
export LEC_CHECK = 1
export CORE_UTILIZATION = 30
==> ./constraint.sdc <==
current_design alu

set clk_period 59.0
set clk_io_pct 0.2

create_clock -name clk0 -period $clk_period

set non_clock_inputs [all_inputs -no_clocks]
set_input_delay [expr $clk_period * $clk_io_pct] -clock clk0 $non_clock_inputs
set_output_delay [expr $clk_period * $clk_io_pct] -clock clk0 [all_outputs]
==> impl_report.txt <==
IMPLEMENTATION SUMMARY REPORT
----------------------------------------------------
[STA]
  Final max-slew violation count ........................ 0
  Worst-Margin Slew ........................ 0.7859 ns
  Endpoints failing setup ........................ 0
  Highest Clock Rate ........................ 19.22 MHz
  Final hold violation count ........................ 0
  Final worst-path cycle share ........................ 88.20%
  Relative slew slack ........................ 47.61%
  Fin Setup TNS ........................ 0 ns
  RSZ-0062 raised after global routing ........................ no
  Final Critical Period ........................ 52.04 ns

[Yosys]
  Post-synth cell types ........................ 33
  Cells in synth_stat.txt ........................ 858
  Adder and majority gate portion of the synthesized area ........................ 48.14%
  Yosys-reported design area after synthesis ........................ 8593 µm²
  Synth top cell by count ........................ sky130_fd_sc_hd__inv_1
  Fraction of synthesized area in multiplexers ........................ 20.91%
  And+or+nand+nor area frac ........................ 5.373%
  Mapped cell area ........................ 8593 µm²
  Largest cells by area ........................ sky130_fd_sc_hd__fa_1 (29%), sky130_fd_sc_hd__ha_1 (19%), sky130_fd_sc_hd__mux2i_1 (9.9%)
  Share of the synthesized area in the top cell type ........................ 29.35%
  Top cells by count, synth ........................ sky130_fd_sc_hd__inv_1 (133), sky130_fd_sc_hd__ha_1 (129), sky130_fd_sc_hd__fa_1 (126), sky130_fd_sc_hd__mux2i_1 (85), sky130_fd_sc_hd__buf_4 (67)
  Gate count of the mapped netlist ........................ 858
  Share of the yosys chip area belonging to registers ........................ 0%
  Most area-hungry cell type in the Yosys netlist ........................ sky130_fd_sc_hd__fa_1
  Post-Synth AOI/OAI Area ........................ 10.93%
  Dominant combinational family ........................ adder cells
  Xor/xnor cell area share of the yosys netlist ........................ 0.1019%
  Syn Area/Cell ........................ 10.02 µm²
  Yosys warns ........................ 7

[Detailed routing]
  First-pass iteration count of the detailed router ........................ 4
  Total wire length after detailed routing ........................ 26.25 mm
  Routed length per placed instance ........................ 19.69 µm
  Post-DR vias/cell ........................ 4.813
  DR iter-0 viols ........................ 295
  ANT nets after route ........................ 0
  Residual DRC count ........................ 0
  Number of vias in the routed layout ........................ 6416

[GRT]
  Met3 routing resource usage after global routing ........................ 8.456%
  Initial antenna violation count ........................ 8
  Pin count of the biggest net entering global routing ........................ 78
  GR Util All Layers ........................ 19.23%
  Busiest grt layer ........................ met2
  Met2 GRT Util ........................ 28.15%
  First-pass GRT wire length ........................ 40.74 mm
  Met1 capacity usage during global routing ........................ 27.83%
  Vias in the first global route ........................ 6670
  Overflow left after global routing ........................ 0

[Cells and area]
  CLK BUF ........................ 0
  Utilization after layout ........................ 37.05%
  Sequential cell area in the final layout ........................ 0 µm²
  Filler cell count ........................ 2767
  Share of post-route cells with drive strength above 1 ........................ 7.587%
  FF+latch count ........................ 0
  Layout overhead on the synthesized area ........................ 20.78%

[Setup path]
  Critical path arrival ........................ 40.24 ns
  Required time of the critical path ........................ 47.20 ns
  Startpoint class of the critical path ........................ primary input
  Delay of the slowest cell on the worst path ........................ 0.59 ns
  Crit end category ........................ output pin
  Worst setup path category ........................ primary input to output pin
  Critical-path cell with the highest stage delay ........................ sky130_fd_sc_hd__or4_1
  Crit Path Max Fanout ........................ 2
  Most common cell type on the critical path ........................ sky130_fd_sc_hd__fa_1

[Placed design]
  DP HPWL ........................ 22.43 mm
  Number of buffers added on ports ........................ 199
  Gpl congestion ........................ 0.9288

[Floorplanning]
  Io pins ........................ 199
  Share of the core filled by cells before placement ........................ 30.68%
  Placeable core region ........................ 28010 µm²
  Chip width ........................ 171.2 µm
  Area of the chip ........................ 29320 µm²
  Die height ........................ 171.2 µm
  Site Rows ........................ 61

[Clocking]
  Post-CTS setup buffer count ........................ 0
  Cts hold-fix bufs ........................ 0
  Post-CTS Resized ........................ 0

[Power and ir drop]
  Net Sw Frac ........................ 46.90%
  Clock network power share ........................ 0%
  Internal power ........................ 0.00004801 W
  Worst vdd ir ........................ 0.000003519 V
  Switching power summed over all nets ........................ 0.00004242 W
  Static power due to leakage ........................ 4.587 nW
  Power per cell area ........................ 8.714 nW/µm²
  Flop pwr share ........................ 0%
  Combinational power share ........................ 100.0%

[Hold path]
  Worst hold start ........................ cntrl[0]
  Sink of the worst hold path ........................ carry_out
  Hold Path Depth ........................ 3
  Path class of the lowest-slack min-delay path ........................ primary input to output pin

[Run]
  Count of warning messages emitted by the tools ........................ 97
  Max Cap Viol ........................ 0

[Outcome]
  Run status ........................ finished clean

----------------------------------------------------
==> worst max-delay path, delay by kind of cell <==
family | cells | cell delay (ns)
adders and majority gates | 63 | 25.68
and+or+nand+nor | 4 | 1.55
buffers and inverters | 3 | 1.07
AOI/OAI and AO/OA | 1 | 0.11
==> power groups by stage <==
| stage | clock network [W] | logic [W] | registers [W] |
|---|---|---|---|
| CTS | 0 | 0.0000919 | 0 |
| global route | 0 | 0.000103 | 0 |
| finish | 0.0000000000137 | 0.0000904 | 0 |
==> final cells by class <==
cell class | count | area, µm² | share of cell area, %
Multi-Input combinational cell | 609 | 7346 | 70.78
Tap cell | 378 | 473.0 | 4.557
Timing Repair Buffer | 207 | 2046 | 19.71
Inverter | 133 | 499.2 | 4.810
Antenna cell | 6 | 15.01 | 0.1447
==> cells in the final DEF (no fill, tap or decap), drive strengths merged, types with 2 or more instances in the layout <==
cell / instances
o21a: 33
ha: 129
mux4: 21
inv: 133
o21ai: 3
nor2: 24
o22ai: 32
nand2: 4
clkdlybuf4s50: 196
nand4: 2
buf: 11
nor2b: 21
nand4bb: 2
mux2: 42
nor4: 12
and2: 9
mux2i: 85
or4: 3
o221ai: 51
diode: 6
nand2b: 4
fa: 126
==> per-layer routing <==
| layer | routed length (µm) | part of all wire, % |
|---|---|---|
| met1 | 11540 | 44 |
| met2 | 11410 | 43 |
| met3 | 2993 | 11 |
| met4 | 263 | 1.0 |
| met5 | 40 | 0.15 |
==> per-stage QoR <==
step | area, µm² | hold WS (ns) | power [W] | cells | worst slack (ns)
2_1_floorplan | 8593 | 23.80 | 0.00005620 | 858 | 10.20
3_3_place_gp | 10360 | 24.46 | 0.00009057 | 1327 | 6.880
3_5_place_dp | 10360 | 24.45 | 0.00009124 | 1327 | 6.889
4_1_cts | 10360 | 24.46 | 0.00009190 | 1327 | 6.819
5_1_grt | 10360 | 24.51 | 0.0001026 | 1327 | 6.124
6_report | 10380 | 24.46 | 0.00009044 | 1333 | 6.965
==> cell families after synthesis <==
logic type	after synthesis
muxes	148
xor gates and xnor gates	1
and+or+nand+nor	82
buffers and inverters	249
AOI/OAI and AO/OA	123
adders and majority gates	255
==> worst max path at each step <==
stage | from | endpoint | cells past startpoint
4_1_cts | A[0] | zero | 71
5_1_grt | A[0] | zero | 71
6_report | A[0] | zero | 71
No activity file was given, so power comes from the tool's default toggle rates.
